### flow/config.mk
export PLATFORM = sky130hd
export DESIGN_NAME = DisplaySync
export DESIGN_NICKNAME = DisplaySync
export VERILOG_FILES = /design/flow/design.v
export SDC_FILE = /design/flow/constraint.sdc
export NUM_CORES = 4
export LEC_CHECK = 1
export CORE_AREA = 10 10 70 70
export DIE_AREA = 0 0 80 80
### flow/design.v
`timescale 1ns / 1ps
module DisplaySync(
    input [ 1:0] scan,
    input [15:0] hexs,
    input [ 3:0] points,
    input [ 3:0] LEs,
    output[ 3:0] HEX,
    output[ 3:0] AN,
    output       point,
    output       LE
);
Mux4to1b4 mux_hexs(
    .S(scan),
    .D0(hexs[3:0]),
    .D1(hexs[7:4]),
    .D2(hexs[11:8]),
    .D3(hexs[15:12]),
    .Y(HEX)
    );
Mux4to1 mux_points(
    .D0(points[0]),
    .D1(points[1]),
    .D2(points[2]),
    .D3(points[3]),
    .S(scan),
    .Y(point)
    );
Mux4to1 mux_LE(
    .D0(LEs[0]),
    .D1(LEs[1]),
    .D2(LEs[2]),
    .D3(LEs[3]),
    .S(scan),
    .Y(LE)
    );
Mux4to1b4 mux_AN(
    .S(scan),
    .D0(4'b1110),
    .D1(4'b1101),
    .D2(4'b1011),
    .D3(4'b0111),
    .Y(AN)
    );
endmodule
module Mux4to1( D0,
                D1,
                D2,
                D3,
                S,
                Y );
   input       D0;
   input       D1;
   input       D2;
   input       D3;
   input [1:0] S;
   output Y;
   wire [1:0] s_logisimBus17;
   wire       s_logisimNet0;
   wire       s_logisimNet1;
   wire       s_logisimNet10;
   wire       s_logisimNet11;
   wire       s_logisimNet12;
   wire       s_logisimNet13;
   wire       s_logisimNet14;
   wire       s_logisimNet15;
   wire       s_logisimNet16;
   wire       s_logisimNet2;
   wire       s_logisimNet3;
   wire       s_logisimNet4;
   wire       s_logisimNet5;
   wire       s_logisimNet6;
   wire       s_logisimNet7;
   wire       s_logisimNet8;
   wire       s_logisimNet9;
   assign s_logisimBus17[1:0] = S;
   assign s_logisimNet10      = D3;
   assign s_logisimNet12      = D0;
   assign s_logisimNet13      = D2;
   assign s_logisimNet5       = D1;
   assign Y = s_logisimNet16;
   assign s_logisimNet14 = ~s_logisimBus17[1];
   assign s_logisimNet9 = ~s_logisimBus17[0];
   AND_GATE #(.BubblesMask(2'b00))
      GATES_1 (.input1(s_logisimBus17[0]),
               .input2(s_logisimNet14),
               .result(s_logisimNet1));
   AND_GATE #(.BubblesMask(2'b00))
      GATES_2 (.input1(s_logisimNet9),
               .input2(s_logisimBus17[1]),
               .result(s_logisimNet2));
   AND_GATE #(.BubblesMask(2'b00))
      GATES_3 (.input1(s_logisimBus17[0]),
               .input2(s_logisimBus17[1]),
               .result(s_logisimNet15));
   AND_GATE #(.BubblesMask(2'b00))
      GATES_4 (.input1(s_logisimNet9),
               .input2(s_logisimNet14),
               .result(s_logisimNet3));
   AND_GATE #(.BubblesMask(2'b00))
      GATES_5 (.input1(s_logisimNet3),
               .input2(s_logisimNet12),
               .result(s_logisimNet6));
   AND_GATE #(.BubblesMask(2'b00))
      GATES_6 (.input1(s_logisimNet1),
               .input2(s_logisimNet5),
               .result(s_logisimNet11));
   AND_GATE #(.BubblesMask(2'b00))
      GATES_7 (.input1(s_logisimNet2),
               .input2(s_logisimNet13),
               .result(s_logisimNet0));
   AND_GATE #(.BubblesMask(2'b00))
      GATES_8 (.input1(s_logisimNet15),
               .input2(s_logisimNet10),
               .result(s_logisimNet8));
   OR_GATE_4_INPUTS #(.BubblesMask(4'h0))
      GATES_9 (.input1(s_logisimNet6),
               .input2(s_logisimNet11),
               .input3(s_logisimNet0),
               .input4(s_logisimNet8),
               .result(s_logisimNet16));
endmodule
module AND_GATE( input1,
                 input2,
                 result );
   parameter [64:0] BubblesMask = 1;
   input input1;
   input input2;
   output result;
   wire s_realInput1;
   wire s_realInput2;
   assign  s_realInput1 = (BubblesMask[0] == 1'b0) ? input1 : ~input1;
   assign  s_realInput2 = (BubblesMask[1] == 1'b0) ? input2 : ~input2;
   assign result = s_realInput1&
                   s_realInput2;
endmodule
module OR_GATE_4_INPUTS( input1,
                         input2,
                         input3,
                         input4,
                         result );
   parameter [64:0] BubblesMask = 1;
   input input1;
   input input2;
   input input3;
   input input4;
   output result;
   wire s_realInput1;
   wire s_realInput2;
   wire s_realInput3;
   wire s_realInput4;
   assign  s_realInput1 = (BubblesMask[0] == 1'b0) ? input1 : ~input1;
   assign  s_realInput2 = (BubblesMask[1] == 1'b0) ? input2 : ~input2;
   assign  s_realInput3 = (BubblesMask[2] == 1'b0) ? input3 : ~input3;
   assign  s_realInput4 = (BubblesMask[3] == 1'b0) ? input4 : ~input4;
   assign result = s_realInput1|
                   s_realInput2|
                   s_realInput3|
                   s_realInput4;
endmodule
`timescale 1ns / 1ps
module Mux4to1b4(
    input  [1:0] S,
    input  [3:0] D0,
    input  [3:0] D1,
    input  [3:0] D2,
    input  [3:0] D3,
    output [3:0] Y
);
    reg [3:0] out;
    always @(*) 
	begin
		case(S)
		0: out=D0;
		1: out=D1;
		2: out=D2;
		3: out=D3;
		default: out=0;
		endcase
	end 
	assign Y = out;
endmodule
### flow/run.sh
#!/bin/bash
# OpenROAD 26Q1-2900-gdf79404cd8, Yosys 0.63+post, stock flow scripts
make -C /OpenROAD-flow-scripts/flow DESIGN_CONFIG=/design/flow/config.mk WORK_HOME=/design/flow/orfs finish
### flow/constraint.sdc
current_design DisplaySync

set clk_period 1.0
set clk_io_pct 0.2

create_clock -name clk0 -period $clk_period

set non_clock_inputs [all_inputs -no_clocks]
set_input_delay [expr $clk_period * $clk_io_pct] -clock clk0 $non_clock_inputs
set_output_delay [expr $clk_period * $clk_io_pct] -clock clk0 [all_outputs]
==> out/results.txt <==
# Post-CTS Setup Buffers - 0
Vias/cell - 2.69
cells after synthesis - 12
Vert. Die Dim - 80 um
largest area contributor in the netlist - mux4_2
pre-CTS WS - -1.01 ns
final setup fails - 6
Fin Hold WS - 0.741 ns
Pwr Density - 336 mW/mm^2
Crit. End Element - output pin
Max transition margin - 94.1%
GRT overflow - 0
number of global-route vias before repair - 341
CP Max Fanout - 1
switching power - 0.0000486 W
Avg WL per Cell - 13.6 um
Top-area cell share - 77.1%
Reg power frac - 0%
port bufs - 36
register area - 0 sq um
buffers and inverters on the worst path - 2
Tool Warnings - 34
# diodes - 0
via count - 258
overall power - 0.000198 W
row cnt - 21
DP Cell Count - 96
failing checks - negative setup slack
post-layout min period - 1.22 ns
Syn. warnings - 1
Synth cell types - 7
Mapped Avg Cell Area - 14.6 sq um
Slew Viols, Final - 0
worst path arrival time - 1.02 ns
crit start category - input port
CP Cell Sequence - dlygate4sd2_1 -> mux4_2 -> buf_2
GRT Util Overall - 3.80%
Setup TNS - -1.25 ns
cell-internal power - 0.000149 W
sequential area share after synthesis - 0%
largest net degree at the start of global routing - 7
final worst slack - -0.218 ns
WP data required - 0.80 ns
I/O pin count - 36
yosys stat area - 175 sq um
Static Leak - 0.249 nW
initial drt markers - 0
Worst path slowest cell - mux4_2
biggest area cells - mux4_2 (77%), buf_6 (6.4%), or2b_1 (4.3%)
Clock Power Share - 0%
final cell count without fillers - 96
final hold viol count - 0
RSZ-0062 raised after global routing - yes
FFs & Latches - 0
P&R area growth vs syn - 236%
Post-Syn Area - 175 sq um
yosys cell count - 12
DRC violations left - 0
layout cell share with drive strength beyond 1 - 42.0%
initial antenna violation count - 0
Net Sw Frac - 24.5%
GP Congestion - 0.704
TritonRoute pass-1 iters - 1
core area - 0.00342 sq mm
Comb power frac - 100.0%
Hold Path Class - input port to output pin
worst slew pin tran - 0.0886 ns
final WL - 1.31 mm
status - finished, violations left
critical path type - input port to output pin
hpwl dp - 1.25 mm
slowest stage delay, CP - 0.46 ns
Largest delay share family, worst path - multiplexers
Initial Util - 5.13%
fmax - 821 MHz
die width - 80 um
peak supply drop - 116 uV
Final ANT Viol Nets - 0
MaxCap Viol Count - 0
Die Size - 0.00640 sq mm
clock buffer count - 0
first-pass GRT wire length - 1.78 mm
final worst-path cycle share - 122%
-- cell families (layout without fill, tap and decap cells) --
logic type	Yosys count	count (layout)	share of synthesized area, %
buf+inv	2	40	9.28
mux	6	6	77.1
simple gates	4	4	13.6
-- tightest hold or removal path: stages --
cell and delay [ns]:
buf_6 0.08, buf_6 0.09, or2b_1 0.08, clkbuf_2 0.08
-- power groups by stage --
| stage | clock network (W) | logic (W) | registers, W |
|---|---|---|---|
| CTS | 0 | 0.000202 | 0 |
| global route | 0 | 0.000214 | 0 |
| finish | 0 | 0.000198 | 0 |
-- area by class of cell --
| class | instances | area (sq um) |
|---|---|---|
| fill | 392 | 2830 |
| tap | 46 | 57.6 |
| multi-input combinational | 10 | 161 |
| timing repair buffer | 40 | 370 |
-- cell usage after synthesis --
cell and n:
or2_2 1, buf_6 1, mux4_2 6, buf_2 1
or2b_1 1, nand2b_1 1, nand2_1 1
-- worst paths after layout --
kind	startpoint	endpoint	slack [ns]	cells past startpoint
min	scan[1]	AN[1]	0.74	4
max	LEs[0]	LE	-0.22	3
-- through the flow --
step / instance area, sq um / utilization [%]
4_1_cts: 593 / 17.4
6_report: 589 / 17.3
3_3_place_gp: 632 / 18.5
2_1_floorplan: 175 / -
5_1_grt: 589 / 17.3
3_5_place_dp: 632 / 18.5
-- routing by layer --
| layer | routed length [um] | global-route usage [%] | up-vias |
|---|---|---|---|
| met5 | 0 | 0 | - |
| met4 | 0 | 0 | 0 |
| met3 | 212 | 2.73 | 0 |
| met2 | 667 | 7.06 | 19 |
| met1 | 429 | 3.46 | 111 |
| li1 | - | - | 128 |
-- timing repair --
action	in CTS	in global routing
hold buffers	0	0
endpoints found under the setup margin	10	7
cloned	0	0
resized	78	2
-- placed cells by master (no fill, tap or decap), drive strengths merged --
cell type      netlist  layout
buf                  2      13
clkbuf               0       1
clkdlybuf4s15        0      14
dlygate4sd2          0      12
mux4                 6       6
nand2                1       1
nand2b               1       1
or2                  1       1
or2b                 1       1
Power is estimated from default activity; no workload was simulated.
